`design/flow/design.v`:
```
module SinglePortMemoryByteEn #(parameter MEM_SIZE=16, parameter LOG_MEM_SIZE=4)(
  input  logic                 clk,
  input  logic                 writeEn,
  input  logic [  4-1:0]       byteEn,
  input logic  [LOG_MEM_SIZE-1:0] readAddr,
  input  logic [LOG_MEM_SIZE-1:0] writeAddr,
  input  logic [32-1:0] writeData,
  output logic [32-1:0] readData
);
  logic [32-1:0] mem[MEM_SIZE];
  always_ff @(posedge clk) begin
  if (writeEn) begin
    if (byteEn[0]) begin
      mem[writeAddr][7:0] <= writeData[7:0];
    end
    if (byteEn[1]) begin
      mem[writeAddr][15:8] <= writeData[15:8];
    end
    if (byteEn[2]) begin
      mem[writeAddr][23:16] <= writeData[23:16];
    end
    if (byteEn[3]) begin
      mem[writeAddr][31:24] <= writeData[31:24];
    end
  end
end
  assign readData = mem[readAddr];
  property prop;
      @(posedge clk) (byteEn == 0 and writeEn) |=> (mem == $past(mem));
  endproperty
  assert property(prop);  
endmodule
```
`design/flow/run.sh`:
```
#!/bin/bash
# OpenROAD 26Q1-2900-gdf79404cd8, Yosys 0.63+post, stock flow scripts
make -C /OpenROAD-flow-scripts/flow DESIGN_CONFIG=/design/flow/config.mk WORK_HOME=/design/flow/orfs finish
```
`design/flow/config.mk`:
```
export PLATFORM = sky130hd
export DESIGN_NAME = SinglePortMemoryByteEn
export DESIGN_NICKNAME = SinglePortMemoryByteEn
export VERILOG_FILES = /design/flow/design.v
export SDC_FILE = /design/flow/constraint.sdc
export NUM_CORES = 4
export LEC_CHECK = 1
export CORE_UTILIZATION = 50
export SYNTH_HDL_FRONTEND = slang
```
`design/flow/constraint.sdc`:
```
current_design SinglePortMemoryByteEn

set clk_period 2.9
set clk_io_pct 0.2

create_clock -name clk0 -period $clk_period [get_ports {clk}]

set non_clock_inputs [all_inputs -no_clocks]
set_input_delay [expr $clk_period * $clk_io_pct] -clock clk0 $non_clock_inputs
set_output_delay [expr $clk_period * $clk_io_pct] -clock clk0 [all_outputs]
```
==> flow_metrics.tcl <==
# collected from the flow reports
set metrics [dict create \
    clk_path_buf_depth 3 \
    min_delay_worst_endpoint "mem[151]" \
    busiest_layer "met1" \
    layout_filler_cell_count 2774 \
    drv_cap 0 \
    hold_path_cell_cnt 1 \
    run_status "complete, no violations" \
    final.period_utilization 0.992 \
    tritoncts.num_buffers 52 \
    timing_max_transition_violations_final 0 \
    rsz0062_at_grt "yes" \
    setup_total_negative_slack_ns 0 \
    comb_power_share 0.061 \
    use_met3 0.126 \
    synth.ff_latch_count 512 \
    worst_path_most_repeated_cell "buf_16" \
    ys_cells 1034 \
    hold_start "writeData[23]" \
    timing.final.hold_violations 0 \
    dieHeight_um 204 \
    critical_path.n_buffers_inverters 4 \
    timing.fmax_ghz 0.348 \
    hold_slack_ns 0.939 \
    first_global_vias 11287 \
    routed_wl_um 43000 \
    worstSetupEndpointType "primary output" \
    synth.area.mux_share 0.141 \
    critPathLaunchType "input pin" \
    total_power_mw 15.2 \
    flow.area_growth_from_synthesis_pct 20.9 \
    clock-root-buffer "clkbuf_16" \
    cp_slowest_stage_delay_ns 0.51 \
    syn_inst 1034 \
    gr-usage-met2 0.365 \
    yosysWarnings 0 \
    synthAoiAreaFrac 0.0235 \
    initialDrtViolationCount 464 \
    sequentialPowerShare 0.540 \
    worst-setup-path-type "in2out" \
    timing.slew.headroom 0.531 \
    cellLeakagePower_nw 7.92 \
    part_of_the_power_in_the_clock_network 0.399 \
    rows 73 \
    port-buffer-count 77 \
    max_flop_register "mem" \
    post-route-min-period_ns 2.88 \
    yosysChipArea_mm2 0.0204 \
    htree_num_levels 2 \
    fp_util 0.511 \
    cts.sinks 512 \
    log.warning_count 27 \
    tritoncts "yes" \
    largest_net_degree_at_the_start_of_global_routing 30 \
    cellInternalPower_mw 12.2 \
    synth.yosys.seq_area_share 0.752 \
    critical_path.slowest_cell "mux4_2" \
    use_met1 0.368 \
    grt_pass1_wl_um 65200 \
    power_density_mw_per_mm2 617 \
    post_synth_and_or_nand_nor_area_fraction 0.0705 \
    sw_frac_of_total 0.201 \
    postCtsHoldBufs 0 \
    largest_registers "mem x512" \
    setup-violations-final 0 \
    timing.critical_path.arrival_ns 2.30 \
    post_synth.cell_area_avg_um2 19.8 \
    drt.antenna.violating_nets 0 \
    wl_per_cell_um 23.8 \
    fraction_of_the_mapped_netlist_area_in_adder_cells 0 \
    largest_register_ff_count 512 \
    kind_of_cell_adding_the_most_delay_to_the_critical_path "buffers and inverters" \
    synth_cell_type_count 19 \
    post_route_cells_drive_above_1_share 0.295 \
    timing_worst_slew_pin_value_ns 0.702 \
    peakVddDrop_v 0.000416 \
    drc 0 \
    global_route.usage.total 0.243 \
    route.vias.total 10173 \
    path_cells "buf_16, buf_16, buf_4, mux4_2, a22oi_2, nand2_1, clkdlybuf4s50_1" \
    globalplace.congestion 0.823 \
    chip_area_mm2 0.0417 \
    antenna_found_initial 3 \
    cts.reportedPaths.clkPinSlew_ns 0.06 \
    mappedNetlistArea_mm2 0.0204 \
    dp_hpwl_um 27200 \
    detail_route.first_pass.iterations 4 \
    routed_via_density 5.62 \
    yosys-dominant-comb-family "multiplexers" \
    worst_ep_required_time_ns 2.32 \
    die_width_um 204 \
    critical_path_peak_fanout 19 \
    grt_overflow_total 0 \
    ios 78 \
    xor_share 0 \
    placeableCoreArea_mm2 0.0400 \
    p_switching_mw 3.07 \
    hp-class "in2reg" \
]
-- layout by cell type (no fill, tap or decap), drive strengths merged, types with 2 or more instances in the layout --
cell type / synthesis / final
clkbuf: 32 / 67
dlymetal6s2s: 0 / 7
clkinv: 0 / 22
dlygate4sd2: 0 / 2
edfxtp: 512 / 512
nand3b: 2 / 2
clkdlybuf4s50: 0 / 66
diode: 0 / 2
buf: 28 / 142
and2: 145 / 145
nor2b: 4 / 4
nand2b: 4 / 4
a22oi: 64 / 64
nand3: 10 / 10
nor3: 4 / 4
nor2: 62 / 62
nand4: 3 / 3
bufinv: 0 / 2
nand2: 34 / 34
mux4: 128 / 128
-- power groups by stage --
stage / logic (mW) / clock network [mW] / registers, mW
finish: 0.928 / 6.09 / 8.23
global route: 1.01 / 6.47 / 8.23
CTS: 0.926 / 6.23 / 8.23
-- cell usage after synthesis --
master,number,area share
mux4_2,128,0.14
a22oi_1,64,0.023
clkbuf_1,32,0.0059
nor3_2,1,0.00049
buf_2,8,0.0020
nor2_1,62,0.011
or3b_2,1,0.00043
and2_1,145,0.044
or2_2,1,0.00031
buf_1,11,0.0020
nand2b_1,4,0.0012
edfxtp_1,512,0.75
nand2_1,34,0.0062
buf_4,9,0.0033
nor3_1,3,0.00073
nor2b_1,4,0.0012
nand4_1,3,0.00092
nand3b_1,2,0.00073
nand3_1,10,0.0024
-- cell families (layout without fill, tap and decap cells) --
group / after synthesis / after routing
muxes: 128 / 128
AOI/OAI and AO/OA: 64 / 64
other: 0 / 2
DFF: 512 / 512
and+or+nand+nor: 270 / 270
buffers and inverters: 60 / 309
-- metrics by stage --
stage          area (µm²)  utilization  setup WS [ns]  std cells
3_3_place_gp        22900        0.572        -0.0685       1715
5_1_grt             24700        0.618        -0.0830       1809
4_1_cts             24500        0.613       -0.00513       1809
6_report            24700        0.618         0.0246       1810
3_5_place_dp        22900        0.572        -0.0764       1715
2_1_floorplan       20400            -          0.582       1034
-- area by class of cell --
class | instances | area (µm²) | area share
Antenna cell | 2 | 5.00 | 0.000202
Multi-Input combinational cell | 462 | 5010 | 0.203
Timing Repair Buffer | 218 | 2130 | 0.0863
Tap cell | 525 | 657 | 0.0266
Sequential cell | 512 | 15400 | 0.622
Clock buffer | 67 | 1380 | 0.0558
Clock inverter | 24 | 155 | 0.00628
-- how the worst max path moves through the flow --
stage,from,to,slack [ns],cells after the start
final,readAddr[0],readData[3],0.02,7
after global routing,readAddr[0],readData[17],-0.08,7
after CTS,readAddr[0],readData[20],-0.005,7
-- what timing repair did --
| item | in CTS | in global routing |
|---|---|---|
| cloned | 1 | 0 |
| pin swaps | 3 | 14 |
| endpoints found under the setup margin | 28 | 30 |
| gates resized | 19 | 39 |
| hold endpoints to repair | 0 | 0 |
| setup buffers | 3 | 0 |
-- metal layers --
layer,part of all wire,vias to the layer above
li1,-,4598
met1,0.36,5060
met2,0.50,440
met3,0.12,71
met4,0.022,4
met5,0.0022,-
Power is estimated from default activity; no workload was simulated.
