**flow/run.sh**
```bash
#!/bin/bash
# OpenROAD 26Q1-2900-gdf79404cd8, Yosys 0.63+post, stock flow scripts
make -C /OpenROAD-flow-scripts/flow DESIGN_CONFIG=/design/flow/config.mk WORK_HOME=/design/flow/orfs finish
```
**flow/design.v**
```verilog
module vsaR(clock,PC,instruction,ALUOutput,datain,dataout,wr);
    input	  clock;		 
    output [4:0]  PC;			 
    input [11:0]  instruction;		 
    output [4:0]  ALUOutput;		 
    input [4:0]   datain;		 
    output [4:0]  dataout;		 
    output	  wr;			 
    reg [4:0]	  Registers[0:3];	 
    reg [4:0]	  PC;			 
    reg [4:0]	  NPC;			 
    reg [11:0]	  IR;			 
    reg [4:0]	  A;			 
    reg [4:0]	  B;			 
    reg [4:0]	  ALUOutput;		 
    reg		  Cond;			 
    reg [4:0]	  LMD;			 
    reg [2:0]	  State;		 
    integer	  i;			 
    wire [2:0]	  opcode = IR[11:9];
    wire [1:0]	  adFld1 = IR[8:7];
    wire [1:0]	  adFld2 = IR[6:5];
    wire [1:0]	  adFld3 = IR[4:3];
    wire [2:0]	  funFld = IR[2:0];
    wire [4:0]	  immFld = IR[4:0];
    parameter	  IF = 3'd0,		 
		  ID = 3'd1,		 
		  EX = 3'd2,		 
		  MEM = 3'd3,		 
		  WB = 3'd4;		 
    parameter	  LW    = 3'd0,
		  SW    = 3'd1,
		  BEQZ  = 3'd2,
		  ALUop = 3'd3,
		  ADDI  = 3'd4,
		  SUBI  = 3'd5;
    parameter	  ADD = 3'd0,
		  SUB = 3'd1,
		  AND = 3'd2,
		  OR  = 3'd3,
		  XOR = 3'd4,
		  NOT = 3'd5,
		  SRL = 3'd6,
		  SRA = 3'd7;
    wire	  memRef = opcode == LW || opcode == SW;
    wire	  regRegALU = opcode == ALUop;
    wire	  regImmALU = opcode == ADDI || opcode == SUBI;
    wire	  branch = opcode == BEQZ;
    wire [4:0]	  Imm = immFld;
    assign dataout = B;
    assign wr = (State == MEM) & (opcode == SW);
    initial begin
         for (i = 0; i < 4; i = i + 1)
	    Registers[i] = 0;
	PC = 0;
	NPC = 0;
	IR = 0;
	A = 0;
	B = 0;
	ALUOutput = 0;
	Cond = 0;
	LMD = 0;
       State = 3'd0;
    end  
    always @ (posedge clock) begin
	case (State)
	  IF: begin
	      NPC <= PC + 5'd2;
	      IR <= instruction;
	  end  
	  ID: begin
	      A <= Registers[adFld1];
	      B <= Registers[adFld2];
	  end  
	  EX: begin
	      if (memRef) begin
		  ALUOutput <= A + Imm;
	      end  
	      else if (regRegALU) begin
		  if (funFld == ADD)
		      ALUOutput <= A + B;
		  else if (funFld == SUB)
		      ALUOutput <= A - B;
		  else if (funFld == AND)
		      ALUOutput <= A & B;
		  else if (funFld == OR)
		      ALUOutput <= A | B;
		  else if (funFld == XOR)
		      ALUOutput <= A ^ B;
		  else if (funFld == NOT)
		      ALUOutput <= ~A;
		  else if (funFld == SRL)
		      ALUOutput <= {1'd0,A[4:1]};
		  else if (funFld == SRA)
		      ALUOutput <= {A[4],A[4:1]};
	      end  
	      else if (regImmALU) begin
		  if (opcode == ADDI)
		      ALUOutput <= A + Imm;
		  else if (opcode == SUBI)
		      ALUOutput <= A - Imm;
	      end  
	      else if (branch) begin
		  ALUOutput <= NPC + {Imm[3:0],1'b0};
		  Cond <= A == 0;
	      end  
	  end  
	  MEM: begin
	      if (memRef) begin
		  if (opcode == LW)
		      LMD <= datain;
	      end  
	      if (branch) begin
		  if (Cond)
		      PC <= ALUOutput;
		  else
		      PC <= NPC;
	      end else begin
		  PC <= NPC;
	      end  
	  end  
	  WB: begin
	      if (regRegALU) begin
		  if (adFld3 != 0)
		      Registers[adFld3] <= ALUOutput;
	      end else if (regImmALU) begin
		  if (adFld2 != 0)
		      Registers[adFld2] <= ALUOutput;
	      end else if (opcode == LW) begin
		  if (adFld2 != 0)
		      Registers[adFld2] <= LMD;
	      end
	  end  
	endcase  
	if (State == 3'd4)
	    State <= 3'd0;
	else
	    State <= State + 3'd1;
    end  
	wire IF_net	= State[2:0]==3'd0;
	wire ID_net	= State[2:0]==3'd1;
	wire EXE = State[2:0]==3'd2;
	wire MEM_net = State[2:0]==3'd3;
	wire WB_net	= State[2:0]==3'd4;
	wire R0eqR1 =	Registers[0]==Registers[1];
	wire R0eqR2 =	Registers[0]==Registers[2];
	wire R0eqR3 =	Registers[0]==Registers[3];
	wire R1eqR2 =	Registers[1]==Registers[2];
	wire R1eqR3 =	Registers[1]==Registers[3];
	wire R2eqR3 =	Registers[2]==Registers[3];
	wire AeqR0 =	A[4:0]==Registers[0];
	wire AeqR1 =	A[4:0]==Registers[1];
	wire AeqR2 =	A[4:0]==Registers[2];
	wire AeqR3 =	A[4:0]==Registers[3];
	wire BeqR0 =	B[4:0]==Registers[0];
	wire BeqR1 =	B[4:0]==Registers[1];
	wire BeqR2 =	B[4:0]==Registers[2];
	wire BeqR3 =	B[4:0]==Registers[3];
	wire AeqB =	A[4:0]==B[4:0];
property prop;
 (	!(regRegALU && funFld[2:0]==3'b001 && adFld1[1:0]==adFld2[1:0]) || (State[2]==1'd0 || ALUOutput[4:0]==5'd0)	);
endproperty
property lemma_9; @(posedge clock) ((State == EX) && regRegALU && (funFld == SUB) && (adFld1 == adFld2)) |-> ##2 ((State == WB) && (ALUOutput == 5'd0)); endproperty
assert property(lemma_9);  
endmodule  
```
**flow/config.mk**
```make
export PLATFORM = sky130hd
export DESIGN_NAME = vsaR
export DESIGN_NICKNAME = vsaR
export VERILOG_FILES = /design/flow/design.v
export SDC_FILE = /design/flow/constraint.sdc
export NUM_CORES = 4
export LEC_CHECK = 1
export CORE_UTILIZATION = 30
export SYNTH_HDL_FRONTEND = slang
```
**flow/constraint.sdc**
```tcl
current_design vsaR

set clk_period 6.4
set clk_io_pct 0.2

create_clock -name clk0 -period $clk_period [get_ports {clock}]

set non_clock_inputs [all_inputs -no_clocks]
set_input_delay [expr $clk_period * $clk_io_pct] -clock clk0 $non_clock_inputs
set_output_delay [expr $clk_period * $clk_io_pct] -clock clk0 [all_outputs]
```
==> results.json <==
{
  "pwr-share-comb_pct": 1.3,
  "pwr-share-seq_pct": 51.1,
  "yosys.area.top_type": "sky130_fd_sc_hd__edfxtp_1",
  "post_cts_resize_count": 0,
  "pwr_density_cell_nw_per_um2": 198,
  "xor_share_pct": 3.62,
  "grt_setup_unrepaired": "false",
  "ios": 34,
  "cts-root-buf": "sky130_fd_sc_hd__clkbuf_16",
  "core_region_area_um2": 12600,
  "viasPerCell": 4.83,
  "final-comb-area_um2": 1740,
  "maximum_clock_insertion_buffer_count": 2,
  "status": "finished, final reports clean",
  "chip_area_from_the_yosys_synthesis_statistics_um2": 3880,
  "critical_path_class": "flop to output port",
  "n_diodes": 0,
  "ys.flop_type": "sky130_fd_sc_hd__edfxtp_1",
  "clkSinkCount": 66,
  "clk_pin_slew_worst_paths_ns": 0.06,
  "syn_area_per_cell_um2": 12.2,
  "switching_share_pct": 19.6,
  "die_height_um": 116,
  "synth_simple_gate_area_share_pct": 6.97,
  "ys_async_sr_fraction_pct": 0,
  "grt_util_all_layers_pct": 13.4,
  "postSynthSeqShare_pct": 50.4,
  "cts_tree": "built",
  "dieArea_um2": 13400,
  "ys_sh_adder_pct": 12.6,
  "period_needed_ns": 3.15,
  "ys.flops": 66,
  "cp-startpoint": "State[0]",
  "worst_slew_margin_rel_pct": 43.0,
  "grt_pass1_wl_mm": 12.9,
  "worst_endpoint_required_time_ns": 5.12,
  "std_cell_rows": 41,
  "synth-edff-count": 63,
  "worst_ep_arrival_time_ns": 1.87,
  "vias": 2554,
  "muxShareOfSynthArea_pct": 8.97,
  "startpoint_type": "flop",
  "whs_ns": 0.464,
  "route.final.wire_length_mm": 8.14,
  "post_synth_cell_types": 52,
  "dpl_hpwl_mm": 6.13,
  "vdd_drop_max_v": 0.000142,
  "netlist_area_um2": 3880,
  "number_of_antenna_violations_at_the_first_check_in_global_routing": 0,
  "layout-drive-gt1-share_pct": 12.0,
  "ys.warnings.count": 0,
  "globalplace.congestion": 0.858,
  "post_cts_setup_repair_buffer_count": 0,
  "initial_utilization_pct": 30.7,
  "final_max_slew_viol_count": 0,
  "setup-tns-final_ns": 0,
  "die_x_um": 116,
  "drv.max_cap_violation_count": 0,
  "drt_first_pass_iters": 6,
  "ant_nets": 0,
  "htree_num_levels": 3,
  "io_buffers": 33,
  "critical_path.endpoint_type": "output port",
  "power_mw": 0.920,
  "fin_skew_ns": 0.00721,
  "ff_to_ff_path_depth": 8,
  "timing_worst_slew_pin_value_ns": 0.849,
  "top_cells_by_area": "sky130_fd_sc_hd__edfxtp_1, sky130_fd_sc_hd__ha_1, sky130_fd_sc_hd__mux4_2, sky130_fd_sc_hd__inv_1, sky130_fd_sc_hd__mux2_2",
  "hold_viol_final": 0,
  "footprint_of_the_flip_flops_and_latches_um2": 1950,
  "worstReg2RegStart": "IR[1]",
  "largest_net_degree_at_the_start_of_global_routing": 27,
  "layout-area-overhead-vs-synth_pct": 20.0,
  "synthMostInstantiatedCell": "sky130_fd_sc_hd__edfxtp_1",
  "detail_route.iter0.violations": 145,
  "first_global_vias": 2433,
  "setup_viol": 0,
  "tritoncts.num_buffers": 9,
  "route.detailed.wl_per_inst_um": 15.4,
  "top_cells_by_count": "sky130_fd_sc_hd__edfxtp_1, sky130_fd_sc_hd__ha_1, sky130_fd_sc_hd__inv_1",
  "static-leakage-power_nw": 1.70,
  "yosys.area_share.aoi_pct": 12.2,
  "logic_family_by_area": "adder cells",
  "route.detailed.drc": 0,
  "clockPowerShare_pct": 47.6,
  "final.fill_count": 1248,
  "worstHoldPathType": "flop to flop",
  "power.switching_mw": 0.180,
  "grt.overflow.total": 0,
  "postCtsHoldBufs": 0,
  "synth_largest_type_area_fraction_pct": 48.8,
  "synthesis.instances": 317,
  "fin_crit_sh_pct": 49.2,
  "cell_internal_power_mw": 0.740,
  "timing.critical_path.to": "wr",
  "clkLatencyLatePin_ns": 0.33,
  "end_of_the_worst_register_to_register_path": "ALUOutput[4]",
  "openroad.warnings": 41,
  "critPathMaxFanout": 6,
  "rrSetupSlack_ns": 3.63,
  "max_freq_ghz": 0.318,
  "post_synthesis_cell_count_from_yosys": 317
}
## logic make-up after synthesis
logic type	count (synthesis)
AOI/OAI and AO/OA	75
muxes	21
adders and majority gates	36
buffers and inverters	48
and+or+nand+nor	54
DFF	66
xor gates and xnor gates	16
other	1
## final cells by class
type | instances | area share [%]
Tap cell | 172 | 4.63
Sequential cell | 66 | 42.0
Clock buffer | 9 | 4.84
Multi-Input combinational cell | 207 | 37.4
Clock inverter | 7 | 0.941
Timing Repair Buffer | 36 | 7.58
Inverter | 32 | 2.64
## worst min path at each step
stage,startpoint,to,slack [ns],cells after the start
finish,PC[0],NPC[0],0.46,0
CTS,PC[0],NPC[0],0.47,0
global route,PC[0],NPC[0],0.48,0
## layout by cell type, fill, tap and decap left out, types with 4 or more instances in the layout
master                             n
sky130_fd_sc_hd__xnor2_1          10
sky130_fd_sc_hd__mux2_2           10
sky130_fd_sc_hd__ha_1             31
sky130_fd_sc_hd__o211ai_1          5
sky130_fd_sc_hd__nor3_1            5
sky130_fd_sc_hd__edfxtp_1         63
sky130_fd_sc_hd__mux4_2           10
sky130_fd_sc_hd__clkbuf_16         9
sky130_fd_sc_hd__conb_1            5
sky130_fd_sc_hd__nand2b_1          4
sky130_fd_sc_hd__o21ai_0          22
sky130_fd_sc_hd__clkdlybuf4s50_1  33
sky130_fd_sc_hd__o21bai_1          5
sky130_fd_sc_hd__a21oi_1          19
sky130_fd_sc_hd__nor2_1           11
sky130_fd_sc_hd__nand3_1           6
sky130_fd_sc_hd__xor2_1            6
sky130_fd_sc_hd__inv_1            31
sky130_fd_sc_hd__nand2_1          15
sky130_fd_sc_hd__fa_1              5
## stage by stage
step / setup WS [ns] / utilization, % / std cells / instance area (µm²)
CTS: 3.22 / 36.9 / 529 / 4650
global placement: 3.59 / 34.7 / 513 / 4380
detailed placement: 3.59 / 34.7 / 513 / 4380
finish: 3.25 / 36.9 / 529 / 4650
global route: 3.12 / 36.9 / 529 / 4650
floorplan: 4.24 / - / 321 / 3890
## flip-flops by register name, summed over array words and instances (netlist names), 5 cells and up
signal and cells:
A 5, ALUOutput 5, IR 12, LMD 5, NPC 5, PC 5, Registers 20, dataout 5
## worst max-delay path, stage by stage (launching register included)
cell and delay, ns:
sky130_fd_sc_hd__dfxtp_1 0.37, sky130_fd_sc_hd__ha_1 0.16, sky130_fd_sc_hd__ha_1 0.31, sky130_fd_sc_hd__nand2_1 0.11
sky130_fd_sc_hd__nor2_1 0.11, sky130_fd_sc_hd__clkdlybuf4s50_1 0.47
## power groups by stage
stage / Combinational, mW / Sequential (mW) / Clock (mW)
global route: 0.0128 / 0.470 / 0.472
finish: 0.0119 / 0.470 / 0.438
CTS: 0.0120 / 0.470 / 0.449
## routing by layer
layer / global-route usage (%) / vias to the layer above / part of all wire [%]
li1: - / 1238 / -
met2: 21.6 / 67 / 49
met1: 19.7 / 1237 / 45
met4: 1.71 / 0 / 1.5
met5: 0 / - / 0
met3: 3.36 / 12 / 4.8
No activity file was given, so power comes from the tool's default toggle rates.
